===== ./design.v =====
`timescale 1ns / 1ps
module axis_m(
    input  wire m_axis_aclk,
    input  wire m_axis_aresetn,
    input  wire newd,
    input  wire [7:0] din,
    input  wire m_axis_tready,
    output wire m_axis_tvalid,
    output wire [7:0] m_axis_tdata,
    output wire m_axis_tlast 
    );
    typedef enum bit {idle = 1'b0, tx = 1'b1} state_type;
    state_type state = idle, next_state = idle;
    reg [2:0] count = 0;
    always@(posedge m_axis_aclk)
    begin
    if(m_axis_aresetn == 1'b0)
        state <= idle;
    else
        state <= next_state;
    end
    always@(posedge m_axis_aclk)
    begin
    if(state == idle)
       count <= 0;       
    else if(state == tx && count != 3 && m_axis_tready == 1'b1)
        count <= count +1;
    else
        count <= count;
    end
    always@(*)
    begin
       case(state)
               idle:
               begin  
                    if(newd == 1'b1)
                      next_state = tx;
                    else
                      next_state = idle;
               end
               tx:
               begin
                    if(m_axis_tready == 1'b1)
                    begin                    
                        if(count != 3)
                        next_state  = tx;
                        else
                        next_state  = idle;
                    end
                    else
                    begin
                        next_state  = tx;
                    end 
                end
               default: next_state = idle;
               endcase
        end
 assign m_axis_tdata   = (m_axis_tvalid) ? din*count : 0;   
 assign m_axis_tlast   = (count == 3 && state == tx)    ? 1'b1 : 0;
 assign m_axis_tvalid  = (state == tx ) ? 1'b1 : 1'b0;
endmodule
`timescale 1ns / 1ps
module axis_s(
    input  wire s_axis_aclk,
    input  wire s_axis_aresetn,
    output wire s_axis_tready,
    input  wire s_axis_tvalid,
    input  wire [7:0] s_axis_tdata,
    input  wire s_axis_tlast,
    output wire [7:0] dout
    );
    typedef enum bit [1:0] {idle = 2'b00, store = 2'b01, last_byte = 2'b10} state_type;
    state_type state = idle, next_state = idle;
    always@(posedge s_axis_aclk)
    begin
    if(s_axis_aresetn == 1'b0)
    state  <= idle;
    else
    state <= next_state;
    end
    always@(*)
        begin
               case(state)
               idle:
                begin  
                    if(s_axis_tvalid == 1'b1)
                      next_state = store;
                    else
                      next_state = idle;
                end
               store:
                begin
                if(s_axis_tlast == 1'b1 && s_axis_tvalid == 1'b1 ) 
                      next_state = idle;
                 else if (s_axis_tlast == 1'b0 && s_axis_tvalid == 1'b1)
                      next_state = store;
                 else
                      next_state = idle;
               end
               default: next_state = idle;
               endcase
         end
assign s_axis_tready = (state == store);
assign dout          = (state == store ) ? s_axis_tdata : 8'h00;
endmodule
`timescale 1ns / 1ps
module top 
(
input clk,rst, newd,
input [7:0] din,
output [7:0] dout,
output last
);
wire last_t, valid_t, ready_t;
wire [7:0] data;
axis_m m1 (clk,rst,newd,din, ready_t, valid_t, data, last_t);
axis_s s1 (clk, rst,ready_t,valid_t,data,last_t, dout);
assign last = last_t;
endmodule

===== ./constraint.sdc =====
current_design top

set clk_period 5.5
set clk_io_pct 0.2

create_clock -name clk0 -period $clk_period [get_ports {clk}]

set non_clock_inputs [all_inputs -no_clocks]
set_input_delay [expr $clk_period * $clk_io_pct] -clock clk0 $non_clock_inputs
set_output_delay [expr $clk_period * $clk_io_pct] -clock clk0 [all_outputs]

===== ./config.mk =====
export PLATFORM = sky130hd
export DESIGN_NAME = top
export DESIGN_NICKNAME = top
export VERILOG_FILES = /design/flow/design.v
export SDC_FILE = /design/flow/constraint.sdc
export NUM_CORES = 4
export LEC_CHECK = 1
export CORE_AREA = 10 10 89 89
export DIE_AREA = 0 0 99 99

===== ./run.sh =====
#!/bin/bash
# OpenROAD 26Q1-2900-gdf79404cd8, Yosys 0.63+post, stock flow scripts
make -C /OpenROAD-flow-scripts/flow DESIGN_CONFIG=/design/flow/config.mk WORK_HOME=/design/flow/orfs finish

==> summary.txt <==
fresh numbers from the pnr run: result of the run finished, final reports clean, gr usage total 3.42%, Dominant comb cell adder cells, worst-path cell with the longest stage delay sky130_fd_sc_hd__clkdlybuf4s50_1, final HPWL from detailed placement 1.47 mm, area fraction in compound gates after synthesis 8.46%, Seq/Total Area, Yosys 13.8%, count of input and output buffers 19, placed instance count 180, pin count of the biggest net entering global routing 12, fraction of synthesized area in multiplexers 2.76%, antenna violations before repair 0, DRT Wirelength 1.72 mm, relative area change from synthesis to final layout 42.3%, fraction of layout cells with a size suffix above 1 7.34%, Pleak 0.479 nW, drc violations 0, sort of element at the end of the critical path output port, number of ports placed on the die boundary 20, top fanout value on the critical path 3, Starting Density 12.1%, average size of a mapped cell 8.14 µm², GR Layer Usage met2 5.51%, die outline height 99 µm, Layout Skew 0.00154 ns, Highest Clock Rate 201 MHz, via count 620, clock-pin slew on the worst setup and hold paths 0.04 ns, count of warning messages emitted by the tools 25, post-route insts no fill 184, arrival time at the worst endpoint 3.88 ns, setup slack after layout 0.522 ns, number of iterations in the first detailed-routing pass 4, post-layout util 17.2%, total gr overflow 0, Setup TNS 0 ns, maximum clock insertion buffer count 2, number of global-route vias before repair 597, largest area contributor in the synthesized netlist sky130_fd_sc_hd__fa_1, final antenna-violating net count 0, final setup fails 0, final worst path period share 90.5%, Hold Crit Class register to register, Slew Viols, Final 0, average detailed-routed wire length per instance 9.37 µm, number of buffers inserted during clock tree synthesis 3, gate count after technology mapping 89, standard-cell row count 28, hold slack 0.574 ns, total of warnings raised by yosys 2, number of cells in the yosys synthesis report 89, post-route minimum period 4.98 ns, Largest type area fraction 16.6%, CTS tree built, Adder-Cell Fraction of Synth Area 30.4%, category of the worst setup path launch point input pin, total inserted antenna cells 0, top_reg_cell synth sky130_fd_sc_hd__dfxtp_1, Final Hold Vio Count 0, worst-margin pin slew 0.374 ns, Cell Pwr Density 134 mW/mm², count of clock tree sinks 5, peak-usage layer in the global routing report met2, IR Drop Worst-Case VDD 0.0463 mV, met3 track demand over resource 0.846%, RSZ-0062 raised after global routing no, initial detailed-routing violation count 19, Final GP Congestion 0.783, Clock Root Buffer sky130_fd_sc_hd__clkbuf_8, H-tree Lvls 1, width of the chip 99 µm, chip area from the yosys synthesis statistics 724 µm², worst-case headroom to the max-slew limit 75.1%, total buffers and inverters traversed by the critical path 3, synthesized-area fraction occupied by xor and xnor cells 9.50%, classification of the worst setup path input pin to output port, area of the mapped netlist 724 µm², biggest cell delay along the critical path 0.52 ns, post-CTS resize count 0, share of synthesized registers carrying an async set or reset 0%, worst-path cell chain clkdlybuf4s50_1 > nand2_1 > fa_1 > inv_1 > ha_1 > fa_1 > a21o_1 > a21oi_1 > xor2_1 > nor2_1 > clkdlybuf4s50_1, required time reported for the critical path endpoint 4.40 ns, worst setup slack after placement 0.498 ns, global-route wire length before repair 2.88 mm, Die Outline Area 0.00980 mm², Flop area 100 µm², met1 usage 4.53%, Setup Fix Bufs, Post-CTS 0, synthesized flop and latch total 5, count of unique library cells instantiated by Yosys 26, multi-input combinational cell area 564 µm², Core Footprint 0.00599 mm², worst-skew pair later-pin latency 0.22 ns, max-cap violations 0, number of buffers inserted by hold repair at cts 0, Largest cells by area sky130_fd_sc_hd__fa_1, sky130_fd_sc_hd__dfxtp_1, sky130_fd_sc_hd__ha_1, Simple Share, Synth 26.8%, cell family with the largest share of critical-path delay adder cells, EDFF count, synth 0, via count normalized by instance count 3.37, number of filler instances in the final layout 663
registers in the layout, indices dropped and copies added, names as in the netlist:
register	flops
s1.state	1
m1.state	1
m1.count	3
worst register-to-register path, cell delays in order, from the launching register on:
cell and delay [ns]:
sky130_fd_sc_hd__dfxtp_1 0.53, sky130_fd_sc_hd__ha_1 0.22, sky130_fd_sc_hd__ha_1 0.18, sky130_fd_sc_hd__and2b_1 0.24, sky130_fd_sc_hd__xor2_1 0.15, sky130_fd_sc_hd__and2_1 0.16
cell usage after synthesis (all sizes together) (2+ instances only):
master  instances
xnor2           3
a21oi           4
nor2            3
ha              8
and2            5
a21o            2
and3            4
xor2            4
nand4           2
buf             2
inv            10
dfxtp           5
nand2          22
fa              6
mux2i           2
placed cells by master, fill, tap and decap left out, types with 2 or more instances in the layout:
master	netlist	routed
sky130_fd_sc_hd__nand2_1	19	19
sky130_fd_sc_hd__clkdlybuf4s50_1	0	19
sky130_fd_sc_hd__inv_1	10	10
sky130_fd_sc_hd__ha_1	8	8
sky130_fd_sc_hd__fa_1	6	6
sky130_fd_sc_hd__and2_1	5	5
sky130_fd_sc_hd__dfxtp_1	5	5
sky130_fd_sc_hd__a21oi_1	4	4
sky130_fd_sc_hd__xor2_1	4	4
sky130_fd_sc_hd__and3_1	4	4
sky130_fd_sc_hd__nor2_1	3	3
sky130_fd_sc_hd__clkbuf_8	0	3
sky130_fd_sc_hd__a21o_1	2	2
sky130_fd_sc_hd__xnor2_1	2	2
sky130_fd_sc_hd__nand4_1	2	2
sky130_fd_sc_hd__nand2_2	2	2
sky130_fd_sc_hd__mux2i_1	2	2
where the power goes:
| group | internal [W] | total [W] | switching (W) |
|---|---|---|---|
| clock | 0.0000498 | 0.0000679 | 0.0000181 |
| sequential | 0.0000388 | 0.0000444 | 0.00000559 |
| combinational | 0.0000147 | 0.0000263 | 0.0000117 |
| total | 0.000103 | 0.000139 | 0.0000354 |
cell type report:
cell class | count | share of cell area, %
Inverter | 10 | 3.64
Timing Repair Buffer | 19 | 18.4
Clock buffer | 4 | 4.37
Tap cell | 75 | 9.10
Sequential cell | 5 | 9.71
Multi-Input combinational cell | 71 | 54.7
routing by layer:
metal / vias up / share of wire [%]
met5: - / 0
met4: 0 / 1.3
met3: 4 / 6.9
met2: 17 / 44
met1: 273 / 48
li1: 326 / -
cells by family after synthesis:
group,count (synthesis)
AND/OR/NAND/NOR,39
adder cells (fa/ha/maj),14
buffers and inverters,13
AND-OR/OR-AND,9
XOR/XNOR,7
flip-flops,5
multiplexers,2
worst paths after layout:
check                    from     endpoint  slack [ns]  depth (start not counted)
setup / recovery       din[1]      dout[6]        0.52                         11
hold reg to reg   s1.state[0]  s1.state[0]        0.57                          1
hold / removal    s1.state[0]  s1.state[0]        0.57                          1
setup reg to reg  m1.count[0]  m1.count[0]        3.91                          5
stage by stage:
| step | total power (W) | area [µm²] |
|---|---|---|
| after global routing | 0.000148 | 1030 |
| after detailed placement | 0.0000719 | 986 |
| after global placement | 0.0000717 | 986 |
| final | 0.000139 | 1030 |
| after CTS | 0.000141 | 1030 |
| after floorplan | 0.0000597 | 724 |
Power is estimated from default activity; no workload was simulated.
